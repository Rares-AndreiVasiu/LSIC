--- flow/config.mk ---
export PLATFORM = sky130hd
export DESIGN_NAME = watch
export DESIGN_NICKNAME = watch
export VERILOG_FILES = /design/flow/design.v
export SDC_FILE = /design/flow/constraint.sdc
export NUM_CORES = 4
export LEC_CHECK = 1
export CORE_UTILIZATION = 40
export SYNTH_MEMORY_MAX_BITS = 65536
--- flow/constraint.sdc ---
current_design watch

set clk_period 5.7
set clk_io_pct 0.2

create_clock -name clk0 -period $clk_period [get_ports {clk}]

set non_clock_inputs [all_inputs -no_clocks]
set_input_delay [expr $clk_period * $clk_io_pct] -clock clk0 $non_clock_inputs
set_output_delay [expr $clk_period * $clk_io_pct] -clock clk0 [all_outputs]
--- flow/design.v ---
module display7seg
    #(parameter DISP = 8)
(
    input a, 
    input b,
    input c,
    input d,
    output [DISP - 1 : 0] display7bit
);
reg [DISP - 1 : 0] segments;
always
    @(a, b, c, d) begin
        case({a, b, c, d})
            4'b0000: segments = 8'b11000000;  
            4'b0001: segments = 8'b11111001;  
            4'b0010: segments = 8'b10100100;  
            4'b0011: segments = 8'b10110000;  
            4'b0100: segments = 8'b10011001;  
            4'b0101: segments = 8'b10010010;  
            4'b0110: segments = 8'b10000010;  
            4'b0111: segments = 8'b11111000;  
            4'b1000: segments = 8'b10000000;  
            4'b1001: segments = 8'b10010000;  
            default:
                segments = 8'b11111111;
        endcase
end
assign display7bit = segments;
endmodule
module display_handler
    #(parameter SIZE = 4)
(
    input clk,
    input rst,
    input [SIZE - 1 : 0] units_second,
    input [SIZE - 1 : 0] tens_second,
    input [SIZE - 1 : 0] units_minute,
    input [SIZE - 1 : 0] tens_minute,
    output a_units_seconds,
    output b_units_seconds,
    output c_units_seconds,
    output d_units_seconds,
    output a_tens_seconds,
    output b_tens_seconds,
    output c_tens_seconds,
    output d_tens_seconds,
    output a_units_minutes,
    output b_units_minutes,
    output c_units_minutes,
    output d_units_minutes,
    output a_tens_minutes,
    output b_tens_minutes,
    output c_tens_minutes,
    output d_tens_minutes
);
assign {a_units_seconds, b_units_seconds, c_units_seconds,
    d_units_seconds} = units_second;
assign {a_tens_seconds, b_tens_seconds, c_tens_seconds, 
    d_tens_seconds} = tens_second;
assign {a_units_minutes, b_units_minutes, c_units_minutes, 
    d_units_minutes} = units_minute;
assign {a_tens_minutes, b_tens_minutes, c_tens_minutes,
    d_tens_minutes} = tens_minute;
endmodule
module fsm #(parameter DATA_SIZE = 32)
(
    input pulse,
    input valid_read,
    input rst,
    input [DATA_SIZE - 1 : 0] data_in,
    output  wr_en,
    output increment,
    output restart
);
localparam START = {DATA_SIZE{1'b1}};
localparam STOP = {DATA_SIZE{1'b0}};
localparam PAUSE = {DATA_SIZE{1'b1}} >> 16;
reg we_en_sig;
reg increment_sig;
reg restart_sig;
always 
    @(*) begin
    we_en_sig = 0;
    increment_sig = 0;
    restart_sig = 0;
    if(valid_read) begin
        case(data_in)
            START: begin
                increment_sig = 1;
                we_en_sig = 0;
            end
            PAUSE: begin                
                increment_sig = 0;
                we_en_sig = 1;
            end
            STOP: begin
                increment_sig = 0;
                we_en_sig = 0;
                restart_sig = 1;
            end
            default: begin
                increment_sig = 0;
                we_en_sig = 0;
                restart_sig = 0;
            end
        endcase
    end
end
assign wr_en = we_en_sig;
assign restart = restart_sig;
assign increment = increment_sig;
endmodule
module led_manager #(parameter LED_NUMBER = 10)
(
    input clk,
    input ready,
    input rst,
    output [LED_NUMBER - 1 : 0] leds
);
reg [LED_NUMBER - 1 : 0] lights;
always
    @(posedge clk or negedge rst) begin
    if(!rst) begin
        lights = {LED_NUMBER{1'b0}};
    end
    else begin
        if(ready == 1 && clk == 1) begin
            lights = {LED_NUMBER{1'b1}};
        end
        else begin
            lights= {LED_NUMBER{1'b0}};
        end
    end
end
assign leds = lights;
endmodule
module mem_prep
(
    input pulse,
    input rst,
    output ready
);
reg [2 : 0] count5_reg, count5_next;
reg out_reg, out_next;
reg flag_reg, flag_next;
always
    @(posedge pulse or negedge rst) begin
        if(!rst) begin
            count5_reg <= 0;
            out_reg <= 0;
            flag_reg <= 0;
        end
        else begin
            count5_reg <= count5_next;
            out_reg <= out_next;
            flag_reg <= flag_next;
        end
end
always 
    @(*) begin
    count5_next = count5_reg;
    out_next = out_reg;
    flag_next = flag_reg;
    if(!flag_reg) begin
        if(count5_reg == 5) begin
            out_next = 1;
            flag_next = 1;
        end
        else begin
            count5_next = count5_reg + 1;
        end
    end
end
assign ready = out_reg;
endmodule
module mem_reader #(parameter MAX_ADDR = 10,
                    parameter DATA_SIZE = 32,
                    parameter MAX_LOCATIONS = 1024,
                    parameter MAX_INPUT = 90)
(
    input rst,
    input pulse,
    input ready,
    output [DATA_SIZE -1 : 0] data_out,
    output reg valid_read
); 
reg [MAX_ADDR - 1 : 0] addr_in_next, addr_in_reg;
reg re_en;
wire [DATA_SIZE - 1 : 0] data_out_sram;
sram #(.MAX_ADDR(MAX_ADDR),
       .DATA_SIZE(DATA_SIZE),
       .MAX_LOCATIONS(MAX_LOCATIONS))
inst_sram(
    .pulse(pulse),
    .addr_in(addr_in_reg),
    .re_en(re_en),
    .data_out(data_out_sram)
);
always 
    @(posedge pulse or negedge rst) begin
    if(!rst) begin
        addr_in_reg <= 0;
    end
    else begin
        addr_in_reg <= addr_in_next; 
    end
end
always 
    @(*) begin
    addr_in_next = addr_in_reg;
    re_en = 0;
    valid_read = 0;
    if(pulse & ready) begin
        re_en = 1;
        if(addr_in_reg < MAX_INPUT) begin
            addr_in_next = addr_in_reg + 1;
            valid_read = 1;
        end
    end
end
assign data_out = data_out_sram;
endmodule
module pulse(
    input clk, rst,
    output reg pulse_1s
);
parameter CLOCK_CYCLE = 50000000;
reg [25 : 0] cnt50_next, cnt50_reg;
always
    @(posedge clk or negedge rst)
    begin
        if(!rst)
            begin
                cnt50_reg <= 0;
            end
        else
            begin   
                cnt50_reg <= cnt50_next; 
            end
    end
always
    @(*)
    begin
        cnt50_next = cnt50_reg;
        pulse_1s = 0;
        if(cnt50_reg == CLOCK_CYCLE - 1)
            begin
                cnt50_next = 0;
                pulse_1s = 1;
            end
        else
            begin
                cnt50_next = cnt50_reg + 1;
                pulse_1s = 0;
            end
    end
endmodule
module sram #(parameter MAX_ADDR = 10,
              parameter DATA_SIZE = 32,
              parameter MAX_LOCATIONS = 1024) 
(
    input pulse,
    input [MAX_ADDR - 1 : 0] addr_in,
    output reg [DATA_SIZE - 1 : 0] data_out,
    input re_en
);
localparam START = {DATA_SIZE{1'b1}};
localparam STOP = {DATA_SIZE{1'b0}};
localparam PAUSE = {DATA_SIZE{1'b1}} >> 16;
reg [DATA_SIZE - 1 : 0] ram_mem[MAX_LOCATIONS - 1 : 0];
initial begin
    ram_mem[0] = START;
    ram_mem[1] = START;
    ram_mem[2] = PAUSE;
    ram_mem[3] = START;
    ram_mem[4] = START;
    ram_mem[5] = STOP;
    ram_mem[6] = START;
    ram_mem[7] = START;
    ram_mem[8] = START;
    ram_mem[9] = PAUSE;
    ram_mem[10] = START;
    ram_mem[11] = START;
    ram_mem[12] = START;
    ram_mem[13] = START;
    ram_mem[14] = START;
    ram_mem[15] = STOP;
    ram_mem[16] = PAUSE;
    ram_mem[17] = START;
    ram_mem[18] = PAUSE;
    ram_mem[19] = START;
    ram_mem[20] = START;
    ram_mem[21] = START;
    ram_mem[22] = START;
    ram_mem[23] = START;
    ram_mem[24] = START;
    ram_mem[25] = START;
    ram_mem[26] = START;
    ram_mem[27] = START;
    ram_mem[28] = START;
    ram_mem[29] = START;
    ram_mem[30] = START;
    ram_mem[31] = START;
    ram_mem[32] = START;
    ram_mem[33] = START;
    ram_mem[34] = START;
    ram_mem[35] = PAUSE;
    ram_mem[36] = STOP;
    ram_mem[37] = START;
    ram_mem[38] = START;
    ram_mem[39] = START;
    ram_mem[40] = START;
    ram_mem[41] = START;
    ram_mem[42] = PAUSE;
    ram_mem[43] = START;
    ram_mem[44] = STOP;
    ram_mem[45] = PAUSE;
    ram_mem[46] = START;
    ram_mem[47] = PAUSE;
    ram_mem[48] = PAUSE;
    ram_mem[49] = PAUSE;
    ram_mem[50] = START;
    ram_mem[51] = START;
    ram_mem[52] = START;
    ram_mem[53] = START;
    ram_mem[54] = START;
    ram_mem[55] = START;
    ram_mem[56] = START;
    ram_mem[57] = START;
    ram_mem[58] = START;
    ram_mem[59] = START;
    ram_mem[60] = START;
    ram_mem[61] = START;
    ram_mem[62] = START;
    ram_mem[63] = START;
    ram_mem[64] = START;
    ram_mem[65] = START;
    ram_mem[66] = START;
    ram_mem[67] = START;
    ram_mem[68] = START;
    ram_mem[69] = START;
    ram_mem[70] = START;
    ram_mem[71] = START;
    ram_mem[72] = START;
    ram_mem[73] = PAUSE;
    ram_mem[74] = START;
    ram_mem[75] = STOP;
    ram_mem[76] = STOP;
    ram_mem[77] = START;
    ram_mem[78] = START;
    ram_mem[79] = START;
    ram_mem[80] = START;
    ram_mem[81] = START;
    ram_mem[82] = PAUSE;
    ram_mem[83] = PAUSE;
    ram_mem[84] = START;
    ram_mem[85] = START;
    ram_mem[86] = START;
    ram_mem[87] = START;
    ram_mem[88] = START;
    ram_mem[89] = START;
    ram_mem[90] = START;
end
always 
    @(posedge pulse) begin
        if(re_en) begin
            data_out <= ram_mem[addr_in];
        end
end
endmodule
module sram_load #(parameter LOAD_SIZE = 16,
                   parameter MAX_LOCATIONS = 1024)
(
    input  pulse,
    input [LOAD_SIZE - 1 : 0] addr_in,
    input [LOAD_SIZE - 1 : 0] data_in,
    input wr_en
);
reg [LOAD_SIZE - 1 : 0] ram_mem[MAX_LOCATIONS - 1 : 0];
always
    @(posedge pulse)
begin
    if(wr_en)
        begin
            ram_mem[addr_in] <= data_in;
        end
end
endmodule
module time_handler #(parameter SIZE = 4,
                      parameter TIME_U = 9,
                      parameter TIME_T = 5,
                      parameter LOAD_SIZE = 16 )
(
    input clk,
    input rst,
    input pulse,
    input trigger,
    input increment,
    input restart,
    output [SIZE - 1 : 0] seconds_units,
    output [SIZE - 1 : 0] seconds_tens,
    output [SIZE - 1 : 0] minutes_units,
    output [SIZE - 1 : 0] minutes_tens,
    output [LOAD_SIZE - 1 : 0] addr_in,
    output [LOAD_SIZE - 1 : 0] data_in
);
reg [SIZE - 1 : 0] seconds_units_next, seconds_units_reg;
reg [SIZE - 1 : 0] seconds_tens_next, seconds_tens_reg;
reg [SIZE - 1 : 0] minutes_units_next, minutes_units_reg;
reg [SIZE - 1 : 0] minutes_tens_next, minutes_tens_reg;
reg [LOAD_SIZE - 1 : 0] addr_in_reg, addr_in_next;
reg [LOAD_SIZE - 1 : 0] data_in_sig;
always
    @(posedge clk or negedge rst)
begin
    if(!rst)
    begin
        seconds_tens_reg <= 0;
        seconds_units_reg <= 0;
        minutes_tens_reg <= 0;
        minutes_units_reg <= 0;
        addr_in_reg <= 0;
    end
    else
    begin
        seconds_units_reg <= seconds_units_next;
        seconds_tens_reg <= seconds_tens_next;
        minutes_units_reg <= minutes_units_next;
        minutes_tens_reg <= minutes_tens_next;
        addr_in_reg <= addr_in_next;
    end
end
always
    @(*) begin
        seconds_units_next = seconds_units_reg;
        seconds_tens_next = seconds_tens_reg;
        minutes_tens_next = minutes_tens_reg;
        minutes_units_next = minutes_units_reg;
        addr_in_next = addr_in_reg;        
        if(trigger) begin
            addr_in_next = addr_in_reg + 1;
        end
        if(restart) begin
            seconds_units_next = 0;
            seconds_tens_next = 0;
            minutes_units_next = 0;
            minutes_tens_next = 0;
        end
        else begin
            if(increment)
            begin
                if(seconds_units_reg < TIME_U) begin
                    seconds_units_next = seconds_units_reg + 1;
                end
                else begin
                    seconds_units_next = 0;
                    if(seconds_tens_reg < TIME_T) begin
                        seconds_tens_next = seconds_tens_reg + 1;
                    end
                    else begin
                        seconds_tens_next = 0;
                        if(minutes_units_reg < TIME_U) begin
                            minutes_units_next = minutes_units_reg + 1;
                        end
                        else begin
                            minutes_units_next = 0;
                            if(minutes_tens_reg < TIME_T) begin
                                minutes_tens_next = minutes_tens_reg + 1;
                            end
                            else begin
                                minutes_tens_next = 0;
                                minutes_units_next = 0;
                                seconds_tens_next = 0;
                                seconds_units_next = 0;
                            end
                        end
                    end
                end
            end
        end
end
assign seconds_units = seconds_units_reg;
assign seconds_tens = seconds_tens_reg;
assign minutes_units = minutes_units_reg;
assign minutes_tens = minutes_tens_reg;
assign addr_in = addr_in_reg;
assign data_in = {minutes_tens_reg, minutes_units_reg, seconds_tens_reg, seconds_units_reg};
endmodule
module watch
(
    input clk, rst,
    output [9 : 0] leds,
    output [7 : 0] seg_minutes_units,
    output [7 : 0] seg_minutes_tens,
    output [7 : 0] seg_seconds_units,
    output [7 : 0] seg_seconds_tens
);
localparam SIZE = 4;
localparam DISP = 8;
localparam LED_NUMBER = 10;
localparam TIME_T = 9;
localparam TIME_U = 5;
localparam MAX_ADDR = 10;
localparam MAX_LOCATIONS = 1024;
localparam DATA_SIZE = 32;
localparam MAX_INPUT = 90;
localparam MAX_TIME = 8;
wire pulse, pulse_fsm;
wire [DATA_SIZE - 1 : 0] data_out;
wire [LOAD_SIZE - 1 : 0] time_data;
wire [SIZE - 1 : 0] minutes_tens;
wire [SIZE -1 : 0] minutes_units;
wire [SIZE -1 : 0] seconds_tens;
wire [SIZE -1 : 0] seconds_units;
wire [DISP - 1 : 0] display_units_second;
wire [DISP - 1 : 0] display_tens_second;
wire [DISP - 1 : 0] display_units_minutes;
wire [DISP - 1 : 0] display_tens_minutes;
wire a_us, b_us, c_us, d_us;
wire a_ts, b_ts, c_ts, d_ts;
wire a_um, b_um, c_um, d_um;
wire a_tm, b_tm, c_tm, d_tm;
wire wr_en;
wire valid_read;
wire restart;
wire increment;
wire ready;
pulse
inst_pulse(
    .clk(clk),
    .rst(rst),
    .pulse_1s(pulse)
);
mem_prep
inst_mem_prep(
    .pulse(pulse),
    .rst(rst),
    .ready(ready)
);
led_manager #(.LED_NUMBER(LED_NUMBER))
inst_led_manager(
    .clk(clk),
    .rst(rst),
    .ready(ready),
    .leds(leds)
);
mem_reader #(.MAX_ADDR(MAX_ADDR),
             .MAX_INPUT(MAX_INPUT),
             .MAX_LOCATIONS(MAX_LOCATIONS),
             .DATA_SIZE(DATA_SIZE))
inst_mem_reader(
    .pulse(pulse),
    .rst(rst),
    .ready(ready),
    .data_out(data_out),
    .valid_read(valid_read)
);
fsm #(.DATA_SIZE(DATA_SIZE))
inst_fsm(
    .pulse(pulse),
    .valid_read(valid_read),
    .rst(rst),
    .data_in(data_out),
    .wr_en(wr_en),
    .increment(increment),
    .restart(restart)
);
wire [LOAD_SIZE - 1 : 0] addr_time;
time_handler #(.SIZE(SIZE),
               .TIME_T(TIME_T),
               .TIME_U(TIME_U))
inst_time_handler(
    .clk(clk),
    .rst(rst),
    .pulse(pulse),
    .restart(restart),
    .trigger(wr_en),
    .increment(increment),
    .seconds_units(seconds_units),
    .seconds_tens(seconds_tens),
    .minutes_units(minutes_units),
    .minutes_tens(minutes_tens),
    .addr_in(addr_time),
    .data_in(time_data)
);
localparam LOAD_SIZE = 16;
sram_load #(.LOAD_SIZE(LOAD_SIZE),
            .MAX_LOCATIONS(MAX_LOCATIONS))
inst_sram_load(
    .pulse(pulse),
    .addr_in(addr_in)
);
display_handler #(.SIZE(SIZE))
inst_display_handler(
    .clk(clk),
    .rst(rst),
    .units_second(seconds_units),
    .tens_second(seconds_tens),
    .units_minute(minutes_units),
    .tens_minute(minutes_tens),
    .a_units_seconds(a_us),
    .b_units_seconds(b_us),
    .c_units_seconds(c_us),
    .d_units_seconds(d_us),
    .a_tens_seconds(a_ts),
    .b_tens_seconds(b_ts),
    .c_tens_seconds(c_ts),
    .d_tens_seconds(d_ts),
    .a_units_minutes(a_um),
    .b_units_minutes(b_um),
    .c_units_minutes(c_um),
    .d_units_minutes(d_um),
    .a_tens_minutes(a_tm),
    .b_tens_minutes(b_tm),
    .c_tens_minutes(c_tm),
    .d_tens_minutes(d_tm)
);
display7seg
#(.DISP(DISP)) inst_display_units_seconds(
    .a(a_us),
    .b(b_us),
    .c(c_us),
    .d(d_us),
    .display7bit(display_units_second)
);
display7seg
#(.DISP(DISP))inst_display_tens_seconds(
    .a(a_ts),
    .b(b_ts),
    .c(c_ts),
    .d(d_ts),
    .display7bit(display_tens_second)
);
display7seg
#(.DISP(DISP))inst_display_units_minutes(
    .a(a_um),
    .b(b_um),
    .c(c_um),
    .d(d_um),
    .display7bit(display_units_minutes)
);
display7seg
#(.DISP(DISP))inst_display_tens_minutes(
    .a(a_tm),
    .b(b_tm),
    .c(c_tm),
    .d(d_tm),
    .display7bit(display_tens_minutes)
);
assign seg_seconds_units = display_units_second;
assign seg_seconds_tens = display_tens_second;
assign seg_minutes_units = {1'b0, display_units_minutes[6 : 0]};
assign seg_minutes_tens = display_tens_minutes;
endmodule
--- flow/run.sh ---
#!/bin/bash
# OpenROAD 26Q1-2900-gdf79404cd8, Yosys 0.63+post, stock flow scripts
make -C /OpenROAD-flow-scripts/flow DESIGN_CONFIG=/design/flow/config.mk WORK_HOME=/design/flow/orfs finish
==> qor.txt <==
CP peak stage delay: 0.46 ns
Clk latency of the worst-skew pair: 0.40 ns
RSZ-0062 raised after global routing: no
Setup TNS: 0 ns
Crit Path Category: reg -> out
Cells after DPL: 592
Cell type with the largest total area: dfrtp_1
DRT antenna net count: 0
Post-Route Utilization: 47.7%
Post-synthesis cell count: 452
Clock Pin Slew Worst Setup and Hold Paths: 0.09 ns
# rows: 35
Post-synthesis cell count from yosys: 452
Core box area: 9370 um^2
Final WS setup: 2.44 ns
Ys flop type: dfrtp_1
R2R cell count: 5
Failing checks: negative hold slack
Routed vias/inst: 5.18
Register pins left without a clock: 17
Worst VDD drop: 0.115 mV
Post-DP HPWL: 5470 um
Endpoints left unconstrained: 19
Hold Path Depth: 3
Grt met1 use: 25.8%
Worst hold margin: -0.0731 ns
Post-synth seq share: 38.6%
Most used routing layer: met2
ANT cells: 0
PwrDens: 153 nW/um^2
Unique masters post-synth: 53
Ys async rst share: 96.7%
Global-route wire length before repair: 13300 um
Status: finished with violations
Max_cap viols: 0
Clock Skew: 0.00946 ns
Via count: 3122
Vias in the first global route: 2879
Endpoints failing hold: 1
Die Span X: 101 um
CP max stage cell: dfrtp_1
Hold crit path type: clk -> reg
Post-Synthesis Mean Instance Area: 8.66 um^2
Total Power Consumption: 0.687 mW
WL per Instance: 12.5 um
Largest net degree at the start of global routing: 59
Final std cells w/o fill: 603
Initial antenna violation count: 0
Flip-flops with a built-in enable: 2
Grt met2 use: 25.8%
Area leader share: 27.5%
Crit path DRT: 4.56 ns
Pre-Place Util: 41.7%
Setup Viol. Count Final: 0
Fmax: 0.307 GHz
Cell area leaders: dfrtp_1 (28%), dfrtn_1 (9.6%), ha_1 (8.3%)
Crit path capture type: output pin
Post-synth regs: 60
Yosys warns: 11
Largest register FFs: 26
Cell area after synthesis: 3910 um^2
Critical-path cell list: inv_1 > ha_1 > or2_2 > a21oi_1 > a31oi_1 > clkdlybuf4s50_1
DRC Markers: 0
Post-route minimum period: 3.26 ns
GRT Residual Overflow: 0
Tool warnings: 45
Worst Path Arrival: 2.12 ns
Pre-CTS setup slack: 2.60 ns
Yosys stat chip area: 3910 um^2
CTS Hold Bufs: 0
Synthesis-to-finish area growth: 14.3%
Fin crit share: 57.1%
Slew headroom: 51.3%
Slew @ Worst Pin: 0.731 ns
Routability cong.: 0.798
Total GRT Usage: 16.3%
Routed wire length: 7560 um
Initial drt markers: 113
Post-CTS Resized: 0
Share of layout cells above drive strength 1: 6.75%
GRT met3 Usage: 2.12%
Worst reg-to-reg setup slack: 3.20 ns
CTS tree: done
Startpoint class of the critical path: flip-flop
DIE HEIGHT: 101 um
Max FO, Critical Path: 7
TritonRoute pass-1 iters: 4
Lkg Pwr: 1.89 nW
Top Ports: 44
Final Slew Violations: 0
IO Port Bufs: 39
Post-CTS Setup Bufs: 0
Die Area: 10200 um^2
[stage by stage]
step	hold WS [ns]	area, um^2
after floorplan	0.134	3920
after global placement	0.134	4320
after detailed placement	0.134	4320
after CTS	-0.0703	4470
after global routing	-0.0604	4470
final	-0.0731	4470
[power breakdown]
part	total [mW]	leakage, nW	internal [mW]	switching (mW)
logic	0.0658	1.00	0.0560	0.00975
registers	0.317	0.800	0.309	0.00805
clock network	0.304	0.0826	0.181	0.123
[critical path, delay by kind of cell, from the launching register on]
kind                       cells  cell delay [ns]
buffers and inverters          2             0.54
DFF                            1             0.46
and+or+nand+nor                1             0.26
AOI/OAI and AO/OA              2             0.25
adders and majority gates      1             0.20
[final cells by class]
| class | count | area [um^2] |
|---|---|---|
| clock buffer | 8 | 110 |
| tap | 129 | 161 |
| fill | 894 | 4900 |
| timing repair buffer | 43 | 415 |
| sequential | 60 | 1510 |
| clock inverter | 3 | 47.5 |
| inverter | 29 | 109 |
| multi-input combinational | 331 | 2120 |
[metal layers]
layer	share of wire [%]	vias up	wire length, um
met5	0	-	0
met4	0.79	0	60
met3	3.2	5	239
met2	44	55	3310
met1	52	1469	3940
li1	-	1593	-
[path summary, 6_finish.rpt]
kind	startpoint	to
worst min register to register	inst_pulse.cnt50_reg[24]	inst_pulse.cnt50_reg[24]
worst max-delay path	inst_time_handler.minutes_tens_reg[1]	seg_minutes_tens[3]
min in group asynchronous	rst	inst_pulse.cnt50_reg[15]
worst max register to register	inst_pulse.cnt50_reg[8]	inst_time_handler.seconds_units_reg[1]
worst min-delay path	clk	inst_led_manager.lights[8]
max in group asynchronous	rst	inst_time_handler.seconds_tens_reg[1]
[Yosys cell counts, types with 6 or more instances]
master / instances
ha_1: 26
dfrtp_1: 43
a31oi_1: 9
buf_4: 13
nor3_1: 8
nand4_1: 10
xnor2_1: 14
inv_1: 27
a21oi_1: 34
or3_1: 6
dfrtn_1: 15
nand2_1: 32
xor2_1: 14
nor2_1: 49
nand3_1: 15
clkbuf_1: 17
o21ai_0: 33
or2_2: 9
[cells in the final DEF, fill, tap and decap left out, types with 3 or more instances in the layout]
cell	netlist	final
nor2_1	49	49
dfrtp_1	43	43
clkdlybuf4s50_1	0	38
a21oi_1	34	34
o21ai_0	33	33
nand2_1	32	32
inv_1	27	27
ha_1	26	26
nand3_1	15	15
dfrtn_1	15	15
xor2_1	14	14
xnor2_1	14	14
nand4_1	10	10
or2_2	9	9
a31oi_1	9	9
nor3_1	8	8
clkbuf_8	0	8
or3_1	6	6
a22oi_1	5	5
nor4_1	5	5
mux2i_1	5	5
o22ai_1	4	4
and2_1	4	4
nor2b_1	4	4
conb_1	2	4
buf_4	13	4
nand2b_1	3	3
or4_1	3	3
a22o_1	3	3
a21o_1	3	3
o21bai_1	3	3
[cells by family (layout without fill, tap and decap cells)]
| family | after synthesis | in the layout | share of synthesized area [%] |
|---|---|---|---|
| AND/OR/NAND/NOR | 162 | 162 | 21.4 |
| XOR/XNOR | 28 | 28 | 6.27 |
| multiplexers | 7 | 7 | 2.14 |
| AND-OR/OR-AND | 104 | 104 | 15.7 |
| buffers and inverters | 63 | 83 | 7.42 |
| adder cells (fa/ha/maj) | 26 | 26 | 8.31 |
| flip-flops | 60 | 60 | 38.6 |
| other | 2 | 4 | 0.192 |
Power and IR drop assume default switching activity.
